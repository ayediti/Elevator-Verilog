$ cat ./config.mk
export PLATFORM = sky130hd
export DESIGN_NAME = FSM
export DESIGN_NICKNAME = FSM
export VERILOG_FILES = /design/flow/design.v
export SDC_FILE = /design/flow/constraint.sdc
export NUM_CORES = 4
export LEC_CHECK = 1
export CORE_AREA = 10 10 71 71
export DIE_AREA = 0 0 81 81
$ cat ./run.sh
#!/bin/bash
# OpenROAD 26Q1-2900-gdf79404cd8, Yosys 0.63+post, stock flow scripts
make -C /OpenROAD-flow-scripts/flow DESIGN_CONFIG=/design/flow/config.mk WORK_HOME=/design/flow/orfs finish
$ cat ./constraint.sdc
current_design FSM

set clk_period 1.6
set clk_io_pct 0.2

create_clock -name clk0 -period $clk_period [get_ports {clk}]

set non_clock_inputs [all_inputs -no_clocks]
set_input_delay [expr $clk_period * $clk_io_pct] -clock clk0 $non_clock_inputs
set_output_delay [expr $clk_period * $clk_io_pct] -clock clk0 [all_outputs]
$ cat ./design.v
module FSM(
  input clk,
  input reset,                
  input [2:0] req_floor,      
  input req_valid,            
  input emergency_stop,       
  input ir_blocked,           
  input overload,             
  output reg door,            
  output reg [2:0] current_floor,
  output reg Up,
  output reg Down,
  output reg idle,
  output reg overload_warn
);
  localparam 
    IDLE           = 3'd0,
    MOVING_UP      = 3'd1,
    MOVING_DOWN    = 3'd2,
    DOOR_OPEN      = 3'd3,
    EMERGENCY_STOP = 3'd4;
  reg [2:0] state, next_state;
  reg [7:0] requests;
  reg [2:0] max_request, min_request;
  integer i;
  always @(posedge clk or posedge reset) begin
    if (reset)
      state <= IDLE;
    else
      state <= next_state;
  end
  always @(posedge clk or posedge reset) begin
    if (reset)
      current_floor <= 3'd0;
    else if (state == MOVING_UP && !requests[current_floor])
      current_floor <= current_floor + 1;
    else if (state == MOVING_DOWN && !requests[current_floor])
      current_floor <= current_floor - 1;
  end
  always @(posedge clk or posedge reset) begin
    if (reset)
      requests <= 8'b0;
    else if (req_valid)
      requests[req_floor] <= 1'b1;
  end
  always @(posedge clk or posedge reset) begin
    if (reset)
      requests <= 8'b0;
  end
  always @(*) begin
    max_request = 3'd0;
    min_request = 3'd7;
    for (i = 0; i < 8; i = i + 1) begin
      if (requests[i]) begin
        if (i > max_request)
          max_request = i[2:0];
        if (i < min_request)
          min_request = i[2:0];
      end
    end
  end
  always @(*) begin
    next_state = state;
    door = 0;
    idle = 0;
    Up = 0;
    Down = 0;
    overload_warn = 0;
    case (state)
      IDLE: begin
        idle = 1;
        door = 0;
        if (emergency_stop)
          next_state = EMERGENCY_STOP;
        else if (requests[current_floor])
          next_state = DOOR_OPEN;
        else if (max_request > current_floor)
          next_state = MOVING_UP;
        else if (min_request < current_floor)
          next_state = MOVING_DOWN;
      end
      MOVING_UP: begin
        Up = 1;
        idle = 0;
        door = 0;
        if (emergency_stop)
          next_state = EMERGENCY_STOP;
        else if (requests[current_floor])
          next_state = DOOR_OPEN;
        else if (current_floor == max_request)
          next_state = MOVING_DOWN;   
      end
      MOVING_DOWN: begin
        Down = 1;
        idle = 0;
        door = 0;
        if (emergency_stop)
          next_state = EMERGENCY_STOP;
        else if (requests[current_floor])
          next_state = DOOR_OPEN;
        else if (current_floor == min_request)
          next_state = MOVING_UP;     
      end
      DOOR_OPEN: begin
        door = 1;
        idle = 1;
        overload_warn = overload;
        requests[current_floor] = 0;
        if (emergency_stop)
          next_state = EMERGENCY_STOP;
        else if (overload) 
          next_state = DOOR_OPEN;     
        else if (!ir_blocked)
          next_state = IDLE;          
      end
      EMERGENCY_STOP: begin
        door = 1;
        idle = 1;
        overload_warn = overload;
        if (!emergency_stop)
          next_state = IDLE;          
      end
      default: next_state = IDLE;
    endcase
  end
endmodule
==> qor.csv <==
stage,metric,value,unit
worst_hold_path,hold_path.class,input port to asynchronous set/reset pin,
yosys,ys_top_logic_family,simple AND/OR/NAND/NOR gates,
sta,slew_violations,0,
die,die_w,81,µm
yosys,top_cells_by_count,"dfrtp_1, a21oi_1, nor2_1",
placement,placedInstanceArea,539,µm²
yosys,yosysSeqAreaShare,0.561,
yosys,syn_area,359,µm²
yosys,synth-adder-area-share,0.0557,
critical_path,reg2reg_depth,4,
run,drv_cap,0,
critical_path,r2r_slack,0.17,ns
die,dieArea,6560,µm²
sta,rsz0062_at_grt,no,
yosys,yosys_cells,32,
sta,fin_crit,1.55,ns
cells_and_area,area_growth,66.2,%
grt,grt_pass1_wl,1.29,mm
sta,relSlewSlack,0.788,
clock_network,cts_tree,yes,
yosys,ys_sh_mux,0.0314,
placement,hpwlAfterDp,646,µm
yosys,simple_gate_share,0.174,
critical_path,crit_required,1.28,ns
clock_network,clk_latency,0.23,ns
route,vias,297,
cells_and_area,comb_area,151,µm²
grt,grt_pass1_vias,289,
route,wl_met2,314,µm
run_status,status,finished clean,
yosys,yosysWarnings,17,
critical_path,cp_slowest_stage_delay,0.52,ns
grt,grt_start_max_net_pins,9,
die,die_h,81,µm
grt,grt_usage,0.0251,
clock_network,htreeDepth,1,
route,top_layer,met3,
yosys,area_leaders,"dfrtp_1, dfstp_2, fa_1",
sta,finalHoldViolations,0,
route,n_antenna_cell,0,
placement,gp_congestion,0.710,
yosys,ys_seq_elements,8,
power_and_ir_drop,p_leak,0.239,nW
sta,max_freq,645,MHz
cells_and_area,fillCellCount,407,
critical_path,path_cells,clkdlybuf4s50_1,
critical_path,path_buffers,1,
cells_and_area,finalInstanceArea,597,µm²
route,routed_via_density,3.06,
cells_and_area,seq_area,201,µm²
route,drc,0,
grt,antenna_found_initial,0,
yosys,ys_sh_aoi,0.0976,
placement,dp.cells,92,
route,wl_met3,139,µm
yosys,edf_count,0,
critical_path,cp_slowest_cell,clkdlybuf4s50_1,
die,placeableCoreArea,3630,µm²
sta,worst_slew_pin_slew,0.317,ns
yosys,flop_cell,dfrtp_1,
clock_network,clk_path_buf_depth,2,
yosys,avgSynthCellArea,11.2,µm²
clock_network,cts_buffers,3,
power_and_ir_drop,powerDensity,1040,nW/µm²
critical_path,worstPathArrival,1.23,ns
yosys,ys_sh_xor,0.0488,
route,drtIter0Drc,6,
sta,finalClockSkew,0.00404,ns
yosys,synth_top_area_share,0.488,
route,wl_per_cell,8.71,µm
die,initCoreUtil,0.0988,
critical_path,end_kind,output pin,
sta,hold_ws,0.344,ns
sta,setup_violations,0,
critical_path,cp_top_family,buffers and inverters,
sta,finalClockPeriodUsage,0.968,
grt,grt_remaining_overflow,0,
yosys,async_flop_share,1.00,
critical_path,cp_max_fo,7,
yosys,syn-instance-count,32,
yosys,ys_chip_area,359,µm²
placement,portBuffers,12,
run,warnings,29,
clock_network,cts_root_buf,clkbuf_8,
clock_network,postCtsHoldBufs,0,
route,ant_nets,0,
route,drtPass1Iterations,5,
yosys,synth_cell_types,19,
power_and_ir_drop,irDropWorstVdd,0.488,mV
critical_path,reg2reg_to,current_floor[2],
clock_network,cts.sink_count,8,
yosys,netlist.top_cell.by_area,dfrtp_1,
die,fp-row-count,22,
cells_and_area,drive_gt1_frac,0.184,
route,wl_met1,391,µm
cells_and_area,final_cells,97,
critical_path,cp-start-kind,flip-flop,
yosys,top_cell,dfrtp_1,
critical_path,crit_type,flip-flop to output pin,
critical_path,r2r-start,current_floor[0],
die,ios,17,
clock_network,clk_pin_slew,0.04,ns
route,wl,845,µm
state kept, by name (all words and copies together), names as in the netlist:
signal and flops:
state 5, current_floor 3
layer usage:
metal | track usage | up-vias
met4 | 0.00346 | 0
met2 | 0.0318 | 12
li1 | - | 144
met1 | 0.0303 | 141
met5 | 0 | -
met3 | 0.0245 | 0
placed cells by master (no fill, tap or decap):
cell and instances:
a21oi_1 3, a211oi_1 1, dlymetal6s2s_1 1, or3_1 1, o31ai_1 1, clkbuf_1 1
mux2_2 1, dfrtp_1 7, nor3b_1 2, nor2_1 3, o21ai_0 1, nand4_1 1
clkbuf_8 3, xnor2_1 2, nand2_1 1, inv_1 2, inv_2 1, dlygate4sd2_1 2
buf_4 1, dfstp_2 1, or4_1 1, fa_1 1, and2_4 1, clkdlybuf4s50_1 9
or2_4 1
how the worst max path moves through the flow:
stage / slack, ns / end / cells after the start / from
4_1_cts: 0.007 / door / 2 / state[4]
5_1_grt: 0.002 / current_floor[0] / 1 / current_floor[0]
6_report: 0.05 / current_floor[0] / 1 / current_floor[0]
metrics by stage:
| stage | setup TNS (ns) | total power [mW] | setup WS, ns | utilization |
|---|---|---|---|---|
| after floorplan | 0 | 0.303 | 0.256 | - |
| after global placement | -0.0896 | 0.379 | -0.0896 | 0.148 |
| after detailed placement | -0.101 | 0.380 | -0.101 | 0.148 |
| after CTS | 0 | 0.636 | 0.00718 | 0.164 |
| after global routing | 0 | 0.667 | 0.00228 | 0.164 |
| final | 0 | 0.623 | 0.0507 | 0.164 |
cell families (layout without fill, tap and decap cells):
logic type,after synthesis,count (layout)
AND/OR/NAND/NOR,11,11
flip-flops,8,8
AND-OR/OR-AND,6,6
buffers and inverters,3,20
XOR/XNOR,2,2
adder cells (fa/ha/maj),1,1
multiplexers,1,1
power breakdown:
| part | leakage (nW) | total [mW] | switching [mW] | internal [mW] |
|---|---|---|---|---|
| clock | 0.0228 | 0.249 | 0.0766 | 0.172 |
| sequential | 0.100 | 0.272 | 0.0440 | 0.228 |
| combinational | 0.117 | 0.102 | 0.0274 | 0.0744 |
area by class of cell:
type | count | share of cell area
tap | 48 | 0.101
multi-input combinational | 21 | 0.254
sequential | 8 | 0.338
timing repair buffer | 13 | 0.214
inverter | 3 | 0.0189
clock buffer | 4 | 0.0755
timing repair:
item / in CTS / in global routing
buffers inserted: 1 / 0
gates resized: 4 / 1
pin swaps: 1 / 0
hold endpoints to repair: 0 / 0
endpoints found under the setup margin: 3 / 1
No activity file was given, so power comes from the tool's default toggle rates.
