==> design.v <==
module Lift8(
  input clk,
  input reset,                
  input [2:0] req_floor,      
  input emergency_stop,       
  input ir_blocked,           
  input overload,             
  output reg door,                       
  output reg [2:0] max_request,          
  output reg [2:0] min_request,          
  output reg Up,
  output reg Down,                       
  output reg idle,                       
  output reg [2:0] current_floor,        
  output reg [7:0] requests,             
  output reg overload_warn               
);
  reg flag;                     
  initial begin                 
    flag = 0;
    requests = 8'b0;
    door = 0;
    Up = 1;                     
    Down = 0;
    idle = 0;
    current_floor = 3'b000;
    max_request = 3'b000;
    min_request = 3'b111;
    overload_warn = 0;
  end
  always @(req_floor) begin                      
    requests[req_floor] = 1;                     
    if (max_request < req_floor)
      max_request = req_floor;                  
    if (min_request > req_floor)
      min_request = req_floor;                   
    if (requests[max_request] == 0 && req_floor > current_floor)
      max_request = req_floor;  
    if (requests[min_request] == 0 && req_floor < current_floor)
      min_request = req_floor;  
  end
  always @(posedge clk) begin
    if (emergency_stop) begin                             
      idle <= 1;                                          
      flag <= 1;                                          
      door <= 1;                                          
    end
    else if (!emergency_stop && flag) begin               
      flag <= 0;                                          
    end
    else if (reset) begin                                 
      flag <= 0;
      current_floor <= 3'b000;
      idle <= 0;
      door <= 0;
      Up <= 1;
      Down <= 0;
      max_request <= 3'b000;
      min_request <= 3'b111;
      requests <= 8'b0;
    end
    else if (door) begin                                            
      overload_warn = overload;                                           
      if (!ir_blocked && !overload) begin                                 
        door <= 0; 
      end
    end
    else if (requests[current_floor] == 1) begin                          
      idle <= 1;                                                          
      door <= 1;                                                          
      requests[current_floor] <= 0;                                       
    end
    else begin
      if (min_request < current_floor && Down == 1) begin                 
        current_floor <= current_floor - 1;
        door <= 0;
        idle <= 0;
      end
      else if (max_request > current_floor && Up == 1) begin              
        current_floor <= current_floor + 1;
        door <= 0;
        idle <= 0;
      end
      else if (req_floor == current_floor) begin                
        door <= 1;
        idle <= 1;
      end
      else if (max_request == current_floor) begin              
        Up <= 0;
        Down <= 1;
      end
      else if (min_request == current_floor) begin              
        Up <= 1;
        Down <= 0;
      end
    end
  end
endmodule
==> run.sh <==
#!/bin/bash
# OpenROAD 26Q1-2900-gdf79404cd8, Yosys 0.63+post, stock flow scripts
make -C /OpenROAD-flow-scripts/flow DESIGN_CONFIG=/design/flow/config.mk WORK_HOME=/design/flow/orfs finish
==> config.mk <==
export PLATFORM = sky130hd
export DESIGN_NAME = Lift8
export DESIGN_NICKNAME = Lift8
export VERILOG_FILES = /design/flow/design.v
export SDC_FILE = /design/flow/constraint.sdc
export NUM_CORES = 4
export LEC_CHECK = 1
export CORE_AREA = 10 10 99 99
export DIE_AREA = 0 0 109 109
==> constraint.sdc <==
current_design Lift8

set clk_period 3.2
set clk_io_pct 0.2

create_clock -name clk0 -period $clk_period [get_ports {clk}]

set non_clock_inputs [all_inputs -no_clocks]
set_input_delay [expr $clk_period * $clk_io_pct] -clock clk0 $non_clock_inputs
set_output_delay [expr $clk_period * $clk_io_pct] -clock clk0 [all_outputs]
==> flow_summary.ini <==
; generated from flow reports
[yosys]
muxShareOfSynthArea_pct = 1.541
ys_ff = 25
synthTopLogicFamily = simple AND/OR/NAND/NOR gates
enable_flop_cells = 14
fa_ha_area_share_pct = 5.780
ys_cells = 125
area_leaders = edfxtp_1, dlxtn_1, ha_1
yosys.cell_types.count = 34
simple_gate_area_share_pct = 23.70
xor_share_pct = 2.023
synth_warnings = 1
synthAoiAreaFrac_pct = 10.40
synth_top_cell_by_area = edfxtp_1
yosysChipArea_sq_um = 1299
yosys_most_used_dff = edfxtp_1
async_flop_share_pct = 0
top_cell_area_share_pct = 32.37

[outcome]
stop_stage = 1_2_yosys
status = stopped before the end
firstError = ERROR: Found 8 problems in 'check -assert'.
-- Yosys cell counts, types with 3 or more instances --
cell type   n
inv_1       9
o21a_1      3
dfxtp_1     3
nor3b_1     4
xor2_1      3
a211oi_1    6
nor2b_1     6
buf_4       7
nor3_1      3
nand2b_1    6
nor2_1      9
nand2_1     9
ha_1        6
edfxtp_1   14
nand3b_1    3
dlxtn_1     8
-- logic make-up after synthesis --
| family | Yosys count |
|---|---|
| and+or+nand+nor | 50 |
| xor gates and xnor gates | 3 |
| AOI/OAI and AO/OA | 15 |
| buffers and inverters | 22 |
| adders and majority gates | 6 |
| DFF | 17 |
| other | 2 |
| muxes | 2 |
| latches | 8 |
